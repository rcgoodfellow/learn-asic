### design/flow/design.v
module morse (
    input wire logic clk,
    output     logic emitter
);
logic [7:0] program_memory [0:255];
logic [7:0] pc;
logic [1:0] op;
logic is_spc;
logic busy = 0;
logic [63:0] dit_c = 0;
initial begin
    program_memory[0]   <= 8'b10000000;
    program_memory[1]   <= 8'b00000000;
    program_memory[2]   <= 8'b01000000;
    program_memory[3]   <= 8'b00000000;
    program_memory[4]   <= 8'b10000000;
    program_memory[5]   <= 8'b00000000;
    program_memory[6]   <= 8'b00000000;
    program_memory[7]   <= 8'b00000000;
end
always @( posedge clk ) begin
    if ( busy == 1'b0 ) begin
        op = program_memory[pc][7:6];
        if ( op == 2'b00 ) begin
            is_spc = 1'b1;
            dit_c = 50000000;
        end
        else if ( op == 2'b10 ) begin
            is_spc = 1'b0;
            dit_c = 50000000;
        end
        else if ( op == 2'b01 ) begin
            is_spc = 1'b0;
            dit_c = 250000000;
        end
        if ( pc == 8'h7 ) begin
            pc = 8'h00;
        end
        else begin
            pc = pc + 8'h1;
        end
    end
    if ( dit_c > 64'h0 ) begin
        busy = 1'b1;
        dit_c = dit_c - 1;
        if ( is_spc == 1'b1 ) begin
            emitter = 1'b0;
        end
        else begin
            emitter = 1'b1;
        end
    end
    else begin
        emitter = 1'b0;
        busy = 1'b0;
    end
end
endmodule
### design/flow/run.sh
#!/bin/bash
# OpenROAD 26Q1-2900-gdf79404cd8, Yosys 0.63+post, stock flow scripts
make -C /OpenROAD-flow-scripts/flow DESIGN_CONFIG=/design/flow/config.mk WORK_HOME=/design/flow/orfs finish
### design/flow/config.mk
export PLATFORM = sky130hd
export DESIGN_NAME = morse
export DESIGN_NICKNAME = morse
export VERILOG_FILES = /design/flow/design.v
export SDC_FILE = /design/flow/constraint.sdc
export NUM_CORES = 4
export LEC_CHECK = 1
export CORE_UTILIZATION = 40
### design/flow/constraint.sdc
current_design morse

set clk_period 8.7
set clk_io_pct 0.2

create_clock -name clk0 -period $clk_period [get_ports {clk}]

set non_clock_inputs [all_inputs -no_clocks]
set_input_delay [expr $clk_period * $clk_io_pct] -clock clk0 $non_clock_inputs
set_output_delay [expr $clk_period * $clk_io_pct] -clock clk0 [all_outputs]
==> impl_metrics.json <==
{
  "status": "completed",
  "power_density_mw_per_mm2": 153.7,
  "area_delta_synth_final_pct": 8.289,
  "yosys_warnings": 1,
  "slew-limit-headroom_pct": 47.14,
  "edf_count": 8,
  "route.met3.wl_um": 553,
  "port_buffers": 1,
  "cp-end-kind": "flip-flop",
  "setup_violations": 0,
  "postCtsHoldBufs": 0,
  "synth_top_cell_by_area": "dfxtp_1",
  "synth-seq-cells": 77,
  "rsz0062_at_grt": "false",
  "path_clk_slew_ns": 0.09,
  "fin_skew_ns": 0.01735,
  "root_buffer": "clkbuf_8",
  "grt_pass1_vias": 2853,
  "fin_crit_ns": 3.746,
  "wl_met1_um": 4372,
  "highest_layer": "met4",
  "viasPerCell": 5.491,
  "hold_start": "dit_c[32]",
  "yosysCellCount": 441,
  "synthArstFlopShare_pct": 0,
  "rrSetupSlack_ns": 4.95,
  "fp_util_pct": 41.16,
  "netlist_area_mm2": 0.003804,
  "n_fill_cell": 896,
  "grt_max_degree": 55,
  "grt_pass1_wl_um": 14390,
  "overflow": 0,
  "synth_top_area_share_pct": 36.32,
  "die_y_um": 99.52,
  "grt_antenna_before_repair": 0,
  "cts_resized": 0,
  "wire_per_inst_um": 15.01,
  "crit_chain": "a21o_1 -> buf_4 -> nand2_1 -> ha_1 -> nand4b_1 -> o41ai_1 -> and4bb_1 -> inv_2 -> nand2_1 -> o311ai_1 -> o41ai_1",
  "die_w_um": 99.52,
  "cp-start-kind": "flip-flop",
  "worstSkewPairLatency_ns": 0.36,
  "clkSinkCount": 77,
  "vias": 3130,
  "worstMarginPinSlew_ns": 0.7877,
  "synth.avg_cell_area_um2": 8.625,
  "hpwlAfterDp_um": 5859,
  "cts-buffers-inserted": 9,
  "fmax_mhz": 267.0,
  "layout-drive-gt1-share_pct": 7.483,
  "max_cap_violations": 0,
  "n_antenna_cell": 0,
  "topCellsByArea": "dfxtp_1 (36%), edfxtp_1 (6.3%), xor2_1 (5.8%)",
  "die_area_mm2": 0.009903,
  "wl_met2_um": 3510,
  "cts_tree": "yes",
  "postCtsSetupBuffers": 0,
  "hold_depth": 1,
  "worst_r2r_endpoint": "dit_c[59]",
  "cp_max_fo": 54,
  "drt.antenna.violating_nets": 0,
  "drc": 0,
  "hold_class": "reg -> reg",
  "rr_startpoint": "busy",
  "grt_use_total_pct": 18.74,
  "num_rows": 35,
  "crit_arrival_ns": 4.01,
  "drv_slew": 0,
  "yosysChipArea_mm2": 0.003804,
  "ctsLongestPathBuffers": 2,
  "slowest_delay_ns": 0.74,
  "min_period_over_period_pct": 43.05,
  "netlist_instances": 441,
  "vdd_drop_max_v": 0.00009022,
  "core_area_mm2": 0.009240,
  "required_ns": 8.97,
  "wl_um": 8558,
  "place_congestion": 0.8862,
  "synthFlopType": "dfxtp_1",
  "drt_iter0_markers": 203,
  "first_pass_iters": 5,
  "h-tree-depth": 3,
  "path_class": "reg -> reg",
  "yosysUniqueCellTypes": 48,
  "crit_slowest_cell": "o41ai_1",
  "reg2reg_depth": 11,
  "hold_violations": 0,
  "tool_warnings": 26,
  "ioPinCount": 2,
  "hold_path_end": "dit_c[32]",
  "cellLeakagePower_nw": 1.588,
  "postSynthSeqShare_pct": 42.63,
  "final.setup.tns_ns": 0,
  "hold_slack_ns": 0.4717
}
-- synthesized netlist by cell type (all sizes together) (3+ instances only) --
cell type / number
nor2: 48
clkbuf: 12
o21ai: 13
nor4b: 4
nor4: 17
o31ai: 10
a21oi: 12
nand4: 11
o21a: 3
or3: 19
or2: 8
edfxtp: 8
dfxtp: 69
ha: 3
buf: 8
xor2: 25
o41ai: 8
mux2i: 8
o311ai: 6
xnor2: 19
o211ai: 3
or4: 7
nand3: 24
nand2: 51
nor3: 22
-- cell families (layout without fill, tap and decap cells) --
logic type | Yosys count | after routing | share of synthesized area (%)
buffers and inverters | 22 | 22 | 2.335
AOI/OAI and AO/OA | 64 | 64 | 11.81
xor gates and xnor gates | 44 | 44 | 10.13
muxes | 8 | 8 | 2.105
adders and majority gates | 3 | 3 | 0.9869
and+or+nand+nor | 223 | 223 | 30.00
DFF | 77 | 77 | 42.63
-- cells in the final DEF (no fill, tap or decap), types with 3 or more instances in the layout --
cell	instances
dfxtp_1	69
nand2_1	51
nor2_1	48
xor2_1	25
nand3_1	24
nor3_1	22
xnor2_1	19
or3_1	19
nor4_1	16
o21ai_0	11
nand4_1	11
a21oi_1	11
o31ai_1	10
clkbuf_8	9
or2_2	8
mux2i_1	8
edfxtp_1	8
or4_1	7
o41ai_1	7
o311ai_1	5
o21a_1	3
o211ai_1	3
ha_1	3
buf_4	3
-- per-stage QoR --
stage / instance area [um^2] / util [%] / worst slack [ns] / std cells / power (mW)
final: 4119 / 44.58 / 4.954 / 570 / 0.6332
after CTS: 4119 / 44.58 / 4.977 / 570 / 0.6380
after global placement: 3920 / 42.42 / 5.167 / 554 / 0.3655
after floorplan: 3804 / - / 5.549 / 441 / 0.3655
after global routing: 4119 / 44.58 / 4.653 / 570 / 0.6549
after detailed placement: 3920 / 42.42 / 5.008 / 554 / 0.3655
-- flip-flops by register name, summed over array words and instances (netlist names), named ones only --
register / cells
pc: 8
emitter: 1
dit_c: 64
busy: 1
is_spc: 1
-- where the power goes --
part,switching (mW),internal [mW]
logic,0,0
registers,0,0.357
clock network,0.141,0.135
total,0.141,0.492
-- worst max-delay path, delay by kind of cell (launching register included) --
family                     cells  cell delay [ns]
and+or+nand+nor                4             1.27
AOI/OAI and AO/OA              4             1.13
buffers and inverters          2             0.63
DFF                            1             0.39
adders and majority gates      1             0.19
-- final cells by class --
type	count	area (um^2)	share of cell area, %
Timing Repair Buffer	4	32.53	0.7898
Multi-Input combinational cell	342	2097	50.91
Inverter	2	7.507	0.1823
Clock inverter	6	71.32	1.731
Clock buffer	10	127.6	3.098
Tap cell	129	161.4	3.919
Sequential cell	77	1622	39.37
-- metal layers --
layer | up-vias | track usage [%]
met2 | 83 | 25.96
met5 | - | 0
li1 | 1606 | -
met1 | 1432 | 30.81
met3 | 9 | 4.932
met4 | 0 | 2.602
-- worst max-delay path by stage --
stage | startpoint | end | slack (ns) | depth (start not counted)
after CTS | busy | dit_c[59] | 4.98 | 11
after global routing | busy | dit_c[57] | 4.65 | 11
final | busy | dit_c[59] | 4.95 | 11
Power is estimated from default activity; no workload was simulated.
